==> /design/flow/design.v <==
module l3_gan (
    input               clk,
    input               rst,
    input               start,            
    input  signed [15:0] x1,
    input  signed [15:0] x2,
    input  signed [15:0] x3,
    input  signed [15:0] x4,
    input  signed [16*4*4-1:0] L1_w,      
    input  signed [16*4-1:0]   L1_b,
    input  signed [16*2*4-1:0] L2_w,      
    input  signed [16*2-1:0]   L2_b,
    input  signed [16*1*2-1:0] L3_w,      
    input  signed [16*1-1:0]   L3_b,
    input  signed [16*1*1-1:0] L4_w,      
    input  signed [16*1-1:0]   L4_b,
    input  signed [16*1*1-1:0] L5_w,      
    input  signed [16*1-1:0]   L5_b,
    input  signed [16*2*1-1:0] L6_w,      
    input  signed [16*2-1:0]   L6_b,
    input  signed [16*4*2-1:0] L7_w,      
    input  signed [16*4-1:0]   L7_b,
    input  signed [16*4*4-1:0] L8_w,      
    input  signed [16*4-1:0]   L8_b,
    output reg signed [15:0] out1,
    output reg signed [15:0] out2,
    output reg signed [15:0] out3,
    output reg signed [15:0] out4,
    output reg               done         
);
    reg signed [15:0] L1_1_out, L1_2_out, L1_3_out, L1_4_out;
    reg signed [15:0] L2_1_out, L2_2_out;
    reg signed [15:0] L3_1_out;
    reg signed [15:0] L4_1_out;
    reg signed [15:0] L5_1_out;
    reg signed [15:0] L6_1_out, L6_2_out;
    reg signed [15:0] L7_1_out, L7_2_out, L7_3_out, L7_4_out;
    reg signed [15:0] L8_1_out, L8_2_out, L8_3_out, L8_4_out;
    reg [5:0] state;
    localparam S_IDLE=0,
               S_L1_1=1, S_W1_1=2, S_L1_2=3, S_W1_2=4, S_L1_3=5, S_W1_3=6, S_L1_4=7, S_W1_4=8,
               S_L2_1=9, S_W2_1=10, S_L2_2=11, S_W2_2=12,
               S_L3_1=13, S_W3_1=14,
               S_L4_1=15, S_W4_1=16,
               S_L5_1=17, S_W5_1=18,
               S_L6_1=19, S_W6_1=20, S_L6_2=21, S_W6_2=22,
               S_L7_1=23, S_W7_1=24, S_L7_2=25, S_W7_2=26, S_L7_3=27, S_W7_3=28, S_L7_4=29, S_W7_4=30,
               S_L8_1=31, S_W8_1=32, S_L8_2=33, S_W8_2=34, S_L8_3=35, S_W8_3=36, S_L8_4=37, S_W8_4=38,
               S_OUT=39, S_DONE=40;
    reg  signed [63:0] neuron_x;  
    reg  signed [63:0] neuron_w;
    reg  signed [15:0] neuron_b;
    wire signed [15:0] neuron_y;
    l3_neuron #(.N(4), .WIDTH(16)) neuron_inst (
        .x(neuron_x),
        .w(neuron_w),
        .b(neuron_b),
        .y(neuron_y)
    );
    always @(posedge clk or posedge rst) begin
        if (rst) begin
            state    <= S_IDLE;
            done     <= 0;
            out1     <= 0;
            out2     <= 0;
            out3     <= 0;
            out4     <= 0;
            L1_1_out <= 0; L1_2_out <= 0; L1_3_out <= 0; L1_4_out <= 0;
            L2_1_out <= 0; L2_2_out <= 0;
            L3_1_out <= 0;
            L4_1_out <= 0;
            L5_1_out <= 0;
            L6_1_out <= 0; L6_2_out <= 0;
            L7_1_out <= 0; L7_2_out <= 0; L7_3_out <= 0; L7_4_out <= 0;
            L8_1_out <= 0; L8_2_out <= 0; L8_3_out <= 0; L8_4_out <= 0;
        end else begin
            case (state)
                S_IDLE: begin
                    done <= 0;
                    if (start) state <= S_L1_1;
                end
                S_L1_1: begin
                    neuron_x <= {x4, x3, x2, x1};
                    neuron_w <= L1_w[0*64 +: 64];
                    neuron_b <= L1_b[0*16 +: 16];
                    state    <= S_W1_1;
                end
                S_W1_1: begin
                    L1_1_out <= neuron_y;
                    state    <= S_L1_2;
                end
                S_L1_2: begin
                    neuron_x <= {x4, x3, x2, x1};
                    neuron_w <= L1_w[1*64 +: 64];
                    neuron_b <= L1_b[1*16 +: 16];
                    state    <= S_W1_2;
                end
                S_W1_2: begin
                    L1_2_out <= neuron_y;
                    state    <= S_L1_3;
                end
                S_L1_3: begin
                    neuron_x <= {x4, x3, x2, x1};
                    neuron_w <= L1_w[2*64 +: 64];
                    neuron_b <= L1_b[2*16 +: 16];
                    state    <= S_W1_3;
                end
                S_W1_3: begin
                    L1_3_out <= neuron_y;
                    state    <= S_L1_4;
                end
                S_L1_4: begin
                    neuron_x <= {x4, x3, x2, x1};
                    neuron_w <= L1_w[3*64 +: 64];
                    neuron_b <= L1_b[3*16 +: 16];
                    state    <= S_W1_4;
                end
                S_W1_4: begin
                    L1_4_out <= neuron_y;
                    state    <= S_L2_1;
                end
                S_L2_1: begin
                    neuron_x <= {L1_4_out, L1_3_out, L1_2_out, L1_1_out};
                    neuron_w <= L2_w[0*64 +: 64];
                    neuron_b <= L2_b[0*16 +: 16];
                    state    <= S_W2_1;
                end
                S_W2_1: begin
                    L2_1_out <= neuron_y;
                    state    <= S_L2_2;
                end
                S_L2_2: begin
                    neuron_x <= {L1_4_out, L1_3_out, L1_2_out, L1_1_out};
                    neuron_w <= L2_w[1*64 +: 64];
                    neuron_b <= L2_b[1*16 +: 16];
                    state    <= S_W2_2;
                end
                S_W2_2: begin
                    L2_2_out <= neuron_y;
                    state    <= S_L3_1;
                end
                S_L3_1: begin
                    neuron_x <= {32'b0, L2_2_out, L2_1_out};  
                    neuron_w <= L3_w;
                    neuron_b <= L3_b;
                    state    <= S_W3_1;
                end
                S_W3_1: begin
                    L3_1_out <= neuron_y;
                    state    <= S_L4_1;
                end
                S_L4_1: begin
                    neuron_x <= {48'b0, L3_1_out};  
                    neuron_w <= L4_w;
                    neuron_b <= L4_b;
                    state    <= S_W4_1;
                end
                S_W4_1: begin
                    L4_1_out <= neuron_y;
                    state    <= S_L5_1;
                end
                S_L5_1: begin
                    neuron_x <= {48'b0, L4_1_out};  
                    neuron_w <= L5_w;
                    neuron_b <= L5_b;
                    state    <= S_W5_1;
                end
                S_W5_1: begin
                    L5_1_out <= neuron_y;
                    state    <= S_L6_1;
                end
                S_L6_1: begin
                    neuron_x <= {48'b0, L5_1_out};  
                    neuron_w <= L6_w[0*16 +: 16];
                    neuron_b <= L6_b[0*16 +: 16];
                    state    <= S_W6_1;
                end
                S_W6_1: begin
                    L6_1_out <= neuron_y;
                    state    <= S_L6_2;
                end
                S_L6_2: begin
                    neuron_x <= {48'b0, L5_1_out};  
                    neuron_w <= L6_w[1*16 +: 16];
                    neuron_b <= L6_b[1*16 +: 16];
                    state    <= S_W6_2;
                end
                S_W6_2: begin
                    L6_2_out <= neuron_y;
                    state    <= S_L7_1;
                end
                S_L7_1: begin
                    neuron_x <= {32'b0, L6_2_out, L6_1_out};  
                    neuron_w <= L7_w[0*32 +: 32];
                    neuron_b <= L7_b[0*16 +: 16];
                    state    <= S_W7_1;
                end
                S_W7_1: begin
                    L7_1_out <= neuron_y;
                    state    <= S_L7_2;
                end
                S_L7_2: begin
                    neuron_x <= {32'b0, L6_2_out, L6_1_out};  
                    neuron_w <= L7_w[1*32 +: 32];
                    neuron_b <= L7_b[1*16 +: 16];
                    state    <= S_W7_2;
                end
                S_W7_2: begin
                    L7_2_out <= neuron_y;
                    state    <= S_L7_3;
                end
                S_L7_3: begin
                    neuron_x <= {32'b0, L6_2_out, L6_1_out};  
                    neuron_w <= L7_w[2*32 +: 32];
                    neuron_b <= L7_b[2*16 +: 16];
                    state    <= S_W7_3;
                end
                S_W7_3: begin
                    L7_3_out <= neuron_y;
                    state    <= S_L7_4;
                end
                S_L7_4: begin
                    neuron_x <= {32'b0, L6_2_out, L6_1_out};  
                    neuron_w <= L7_w[3*32 +: 32];
                    neuron_b <= L7_b[3*16 +: 16];
                    state    <= S_W7_4;
                end
                S_W7_4: begin
                    L7_4_out <= neuron_y;
                    state    <= S_L8_1;
                end
                S_L8_1: begin
                    neuron_x <= {L7_4_out, L7_3_out, L7_2_out, L7_1_out};
                    neuron_w <= L8_w[0*64 +: 64];
                    neuron_b <= L8_b[0*16 +: 16];
                    state    <= S_W8_1;
                end
                S_W8_1: begin
                    L8_1_out <= neuron_y;
                    state    <= S_L8_2;
                end
                S_L8_2: begin
                    neuron_x <= {L7_4_out, L7_3_out, L7_2_out, L7_1_out};
                    neuron_w <= L8_w[1*64 +: 64];
                    neuron_b <= L8_b[1*16 +: 16];
                    state    <= S_W8_2;
                end
                S_W8_2: begin
                    L8_2_out <= neuron_y;
                    state    <= S_L8_3;
                end
                S_L8_3: begin
                    neuron_x <= {L7_4_out, L7_3_out, L7_2_out, L7_1_out};
                    neuron_w <= L8_w[2*64 +: 64];
                    neuron_b <= L8_b[2*16 +: 16];
                    state    <= S_W8_3;
                end
                S_W8_3: begin
                    L8_3_out <= neuron_y;
                    state    <= S_L8_4;
                end
                S_L8_4: begin
                    neuron_x <= {L7_4_out, L7_3_out, L7_2_out, L7_1_out};
                    neuron_w <= L8_w[3*64 +: 64];
                    neuron_b <= L8_b[3*16 +: 16];
                    state    <= S_W8_4;
                end
                S_W8_4: begin
                    L8_4_out <= neuron_y;
                    state    <= S_OUT;
                end
                S_OUT: begin
                    out1 <= L8_1_out;
                    out2 <= L8_2_out;
                    out3 <= L8_3_out;
                    out4 <= L8_4_out;
                    done <= 1;
                    state <= S_DONE;
                end
                S_DONE: begin
                    done  <= 1;
                    if (!start)
                        state <= S_IDLE;
                end
            endcase
        end
    end
endmodule
module l3_neuron #(
    parameter N     = 4,
    parameter WIDTH = 16
) (
    input  signed [N*WIDTH-1:0] x,  
    input  signed [N*WIDTH-1:0] w,  
    input  signed [WIDTH-1:0]   b,  
    output signed [WIDTH-1:0]   y   
);
    localparam ACC_WIDTH   = 2*WIDTH + 1;                
    localparam MAX_16BIT_S = {1'b0, {(WIDTH-1){1'b1}}};  
    integer i;
    reg signed [ACC_WIDTH:0] sum;
    reg signed [WIDTH-1:0]   y_out;
    always @* begin
        sum = b;
        for (i = 0; i < N; i = i + 1) begin
            sum = sum + $signed(x[i*WIDTH +: WIDTH]) * $signed(w[i*WIDTH +: WIDTH]);
        end
        if (sum <= 0) begin
            y_out = 0;  
        end else if (sum > MAX_16BIT_S) begin
            y_out = MAX_16BIT_S;  
        end else begin
            y_out = sum[WIDTH-1:0];  
        end
    end
    assign y = y_out;
endmodule
==> /design/flow/run.sh <==
#!/bin/bash
# OpenROAD 26Q1-2900-gdf79404cd8, Yosys 0.63+post, stock flow scripts
make -C /OpenROAD-flow-scripts/flow DESIGN_CONFIG=/design/flow/config.mk WORK_HOME=/design/flow/orfs finish
==> /design/flow/config.mk <==
export PLATFORM = sky130hd
export DESIGN_NAME = l3_gan
export DESIGN_NICKNAME = l3_gan
export VERILOG_FILES = /design/flow/design.v
export SDC_FILE = /design/flow/constraint.sdc
export NUM_CORES = 4
export LEC_CHECK = 1
export CORE_AREA = 10 10 736 736
export DIE_AREA = 0 0 746 746
==> /design/flow/constraint.sdc <==
current_design l3_gan

set clk_period 38.3
set clk_io_pct 0.2

create_clock -name clk0 -period $clk_period [get_ports {clk}]

set non_clock_inputs [all_inputs -no_clocks]
set_input_delay [expr $clk_period * $clk_io_pct] -clock clk0 $non_clock_inputs
set_output_delay [expr $clk_period * $clk_io_pct] -clock clk0 [all_outputs]
==> impl_metrics.tcl <==
# implementation run metrics
set metrics [dict create \
    status "complete, no violations" \
    ys_seq_frac 0.191 \
    io_pins 1300 \
    cp.arrival_ps 13340 \
    post-place-ws_ps 25720 \
    drive_gt1_frac 0.0694 \
    final_cell_area_mm2 0.0986 \
    r2r_cells 39 \
    top_area_frac 0.317 \
    overflow 0 \
    crit_family "adder cells" \
    cap_violations 0 \
    cts_hold_repair.buffers 0 \
    hpwl_um 492000 \
    cp-end-kind "flop" \
    fin_crit_sh 0.335 \
    synth.distinct_cells 73 \
    fin_tns_setup_ps 0 \
    core_area_mm2 0.525 \
    r2r-start "neuron_x[29]" \
    min_path_type "reg -> reg" \
    hp-start "L8_2_out[15]" \
    fin_crit_ps 12830 \
    cts-buffers-inserted 69 \
    cts_resized 0 \
    utilization 0.188 \
    grt_setup_unrepaired "false" \
    warnings 31 \
    slowest_stage "buf_4" \
    netlist_top_cells_area "fa_1 (32%), dfrtp_1 (13%), inv_1 (6.7%)" \
    io_buffers 1299 \
    avgSynthCellArea_um2 9.35 \
    crit_fanout 167 \
    cts_tree "done" \
    vias 67800 \
    chip_area_mm2 0.557 \
    die_w_um 746 \
    synth.largest_area_cell "fa_1" \
    cts_htree_levels 3 \
    grt_pass1_wl_um 717000 \
    flop_cell "dfrtp_1" \
    timing_worst_setup_path_type "reg -> reg" \
    first_global_vias 68000 \
    postCtsSetupRepairBufs 0 \
    r2r_slack_ps 25470 \
    syn_area_mm2 0.0719 \
    wl_per_cell_um 34.1 \
    clock_skew_ps 63.9 \
    drtIter0Drc 6289 \
    max_slew_margin 0.213 \
    die_h_um 746 \
    clock-root-buffer "clkbuf_16" \
    drc 0 \
    drtPass1Iterations 10 \
    layout_setup_ws_ps 25470 \
    holdPathEnd "L8_2_out[15]" \
    placed_cell_area_mm2 0.0948 \
    totalWireLength_um 564000 \
    hold_viol_final 0 \
    final.fill_count 58200 \
    tightest_slew_ps 1180 \
    clkLatencyLatePin_ps 720 \
    cts_sinks 519 \
    ys_ff 519 \
    yosysWarningCount 2 \
    synth_dominant_cell_count "inv_1" \
    synth-edff-count 144 \
    grt_max_degree 168 \
    antenna_found_initial 386 \
    slew_viol_final 0 \
    start_kind "flop" \
    setup_viol 0 \
    areaGrowthSynthToFinish_pct 37.1 \
    cp.required_ps 38810 \
    synthCells 7695 \
    track_usage 0.202 \
    synth-async-reset-ratio 0.723 \
    r2r_end "L4_1_out[14]" \
    final_antenna_net_count 0 \
    clockBufferDepth 3 \
    common_cells "inv_1 (1290), fa_1 (1137), nand2_1 (688)" \
    yosys_area_mm2 0.0719 \
    row_count 266 \
    max_stage_delay_ps 760 \
    crit_buf_inv 10 \
    reg_top3 "neuron_w: 64 flops, neuron_x: 64 flops" \
    fmax_mhz 78.0 \
    hold-path-cell-count 1 \
    routabilityCongestion 1.03 \
    path_common_cell "fa_1" \
    yosys_cells 7695 \
    clk_pin_slew_worst_paths_ps 60 \
    vias_per_cell 4.09 \
    fp_util 0.137 \
]
## worst max path at each step
stage         cells past startpoint  slack [ps]           end    startpoint
CTS                              39       25670   L5_1_out[0]  neuron_x[29]
global route                     39       24900   L8_1_out[4]  neuron_x[29]
finish                           39       25470  L4_1_out[14]  neuron_x[29]
## final cells by class
type / instances / area (um^2) / area share
Antenna cell: 605 / 1510 / 0.0154
Clock inverter: 27 / 292 / 0.00296
Tap cell: 6968 / 8720 / 0.0884
Inverter: 1293 / 4860 / 0.0493
Clock buffer: 96 / 1960 / 0.0199
Timing Repair Buffer: 1614 / 15500 / 0.157
Multi-Input combinational cell: 5442 / 52100 / 0.528
Sequential cell: 519 / 13700 / 0.139
## stage by stage
step                      cells  hold WS, ps
after detailed placement  15800          472
after floorplan            7695          447
after global routing      16400          498
final                     16600          487
after global placement    15800          465
after CTS                 16000          489
## placed cells by master, fill, tap and decap left out, drive strengths merged, types with 54 or more instances in the layout
| cell | Yosys | final |
|---|---|---|
| clkdlybuf4s50 | 0 | 1299 |
| inv | 1290 | 1298 |
| fa | 1137 | 1137 |
| nand2 | 688 | 688 |
| diode | 0 | 605 |
| nor2 | 533 | 533 |
| and2 | 498 | 498 |
| dfrtp | 375 | 375 |
| ha | 364 | 364 |
| buf | 68 | 315 |
| a22oi | 235 | 235 |
| a21oi | 199 | 199 |
| a211oi | 168 | 168 |
| a222oi | 152 | 152 |
| edfxtp | 144 | 144 |
| nor4 | 143 | 143 |
| a311oi | 137 | 137 |
| o21ai | 118 | 118 |
| nand3 | 111 | 111 |
| xnor2 | 107 | 107 |
| mux2 | 106 | 106 |
| clkbuf | 373 | 96 |
| nor3 | 92 | 92 |
| a221oi | 57 | 57 |
| nand2b | 56 | 56 |
| a21o | 54 | 54 |
## kinds of logic (layout without fill, tap and decap cells)
family,Yosys count,count (layout),synth area share
and+or+nand+nor,2262,2262,0.152
other,0,605,0
AOI/OAI and AO/OA,1371,1371,0.143
xor gates and xnor gates,146,146,0.0178
muxes,162,162,0.0260
DFF,519,519,0.191
buffers and inverters,1734,3030,0.0911
adders and majority gates,1501,1501,0.380
## routing by layer
metal	wire [um]	global-route usage
met1	209000	0.240
met2	221000	0.275
met3	84300	0.124
met4	48000	0.126
met5	1190	0.00739
