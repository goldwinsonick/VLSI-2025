`flow/config.mk`:
```
export PLATFORM = sky130hd
export DESIGN_NAME = neuron_b
export DESIGN_NICKNAME = neuron_b
export VERILOG_FILES = /design/flow/design.v
export SDC_FILE = /design/flow/constraint.sdc
export NUM_CORES = 4
export LEC_CHECK = 1
export CORE_UTILIZATION = 50
```
`flow/constraint.sdc`:
```
current_design neuron_b

set clk_period 13.8
set clk_io_pct 0.2

create_clock -name clk0 -period $clk_period [get_ports {clk}]

set non_clock_inputs [all_inputs -no_clocks]
set_input_delay [expr $clk_period * $clk_io_pct] -clock clk0 $non_clock_inputs
set_output_delay [expr $clk_period * $clk_io_pct] -clock clk0 [all_outputs]
```
`flow/design.v`:
```
module mac #(parameter N=4, WIDTH=8) (
    input clk,                           
    input rst,                           
    input start,                         
    input signed [N*WIDTH-1:0] x,        
    input signed [N*WIDTH-1:0] w,        
    input signed [WIDTH-1:0] b,          
    output reg done,                     
    output reg signed [2*WIDTH+1:0] sum  
);
    reg [2:0] count;                 
    reg signed [2*WIDTH+1:0] acc;    
    always @(posedge clk) begin
        if (rst) begin
            count <= 0;
            acc <= 0;
            sum <= 0;
            done <= 0;
        end else if (start) begin
            count <= 0;
            acc <= b;
            done <= 0;
        end else if (!done) begin
            acc <= acc + $signed(x[count*WIDTH +: WIDTH]) * $signed(w[count*WIDTH +: WIDTH]);
            count <= count + 1;
            if (count == N-1) begin
                sum <= acc + $signed(x[(N-1)*WIDTH +: WIDTH]) * $signed(w[(N-1)*WIDTH +: WIDTH]);
                done <= 1;
            end
        end
    end
endmodule
module neuron_b #(parameter N=4, WIDTH=8) (
    input clk,                       
    input rst,                       
    input start,                     
    input signed [N*WIDTH-1:0] x,    
    input signed [N*WIDTH-1:0] w,    
    input signed [WIDTH-1:0] b,      
    output done,                     
    output signed [2*WIDTH+1:0] y    
);
    wire signed [2*WIDTH+1:0] sum;
    wire mac_done;
    mac #(.N(N), .WIDTH(WIDTH)) mac_inst (
        .clk(clk),
        .rst(rst),
        .start(start),
        .x(x),
        .w(w),
        .b(b),
        .done(mac_done),
        .sum(sum)
    );
    relu #(.WIDTH(2*WIDTH+2)) relu_inst (
        .in(sum),
        .out(y)
    );
    assign done = mac_done;
endmodule
module relu #(parameter WIDTH=8) (
    input   signed [WIDTH-1:0] in,    
    output  signed [WIDTH-1:0] out    
);
    reg signed [WIDTH-1:0] relu_out;
    always @* begin
        if (in > 0)
            relu_out = in;
        else
            relu_out = 0;
    end
    assign out = relu_out;
endmodule
```
`flow/run.sh`:
```
#!/bin/bash
# OpenROAD 26Q1-2900-gdf79404cd8, Yosys 0.63+post, stock flow scripts
make -C /OpenROAD-flow-scripts/flow DESIGN_CONFIG=/design/flow/config.mk WORK_HOME=/design/flow/orfs finish
```
==> results.tsv <==
metric	value	unit
count of hold-fix buffers inserted at cts	0	
CTS sink cnt	40	
number of failing setup endpoints in the final timing report	0	
most instantiated library cell after synthesis	inv_1	
max-capacitance violation count	0	
mean instance size in the synthesized netlist	8.44	um2
Final Max-Slew Violation Tally	0	
post-synthesis to final-layout area growth	14.3	%
antenna diode count	0	
post-detailed-route via-to-cell ratio	5.32	
area occupied by multi-input gates	7250	um2
fraction of the core area occupied by cells at floorplan	0.511	
Site Rows	48	
headroom to the max-slew limit	0.465	
total routing usage reported by global routing	0.252	
CTS tree	done	
CORE AREA	17300	um2
Routability Congestion	0.918	
clock latency reported for the late side of the worst-skew pair	0.28	ns
arrival time at the worst endpoint	9.46	ns
pin count of the biggest net entering global routing	38	
Largest type area fraction	0.254	
final worst slack	4.50	ns
die area	18200	um2
critical path launch point type	input port	
Mapped Area	8840	um2
placed insts	1343	
maximum buffer depth of the clock tree	2	
Register-to-Register Setup Slack	6.83	ns
yosys synthesis warning count	2	
busiest grt layer	met1	
maximum net fanout on the critical path	10	
area figure in the yosys stat output	8840	um2
final worst path period share	0.674	
number of nets with antenna violations after routing	0	
Setup Skew	0.00214	ns
status	finished, final reports clean	
Commonest flop	dfxtp_1	
minimum clock period after layout	9.30	ns
pre-CTS setup slack	4.17	ns
number of different library cells in the post-synthesis netlist	72	
fmax	108	MHz
detailed-router iteration count before antenna repair	5	
RSZ-0062 raised after global routing	false	
tool warnings	26	
endpoint class of the critical path	flop	
number of global-route vias before repair	6820	
routed wirelength normalized by instance count	15.5	um
count of cells resized by post-cts repair	0	
first-pass GRT wire length	34.3	mm
Hold Crit Class	reg2reg	
Setup TNS	0	ns
cell type with the highest aggregate area in the netlist	fa_1	
total clock buffers created by CTS	5	
Critical Path Source	w[31]	
destination of the worst register-to-register timing path	mac_inst.acc[17]$_SDFFE_PP0P_	
layout cells sized above 1	0.0373	
Synth area leaders	fa_1, ha_1, dfxtp_1	
Top Ports	94	
EDFF count, synth	0	
post-detail-place hpwl	17.7	mm
clock transition at the register clock pins on the worst setup and hold paths after CTS	0.06	ns
number of cell instances on the worst register-to-register path	21	
Die Ht	135	um
cell chosen for the clock root	clkbuf_16	
# port buffers	92	
critical path type	in2reg	
maximum level of the CTS H-tree	2	
Synth flops	40	
number of antenna violations at the first check in global routing	0	
worst endpoint required time	13.96	ns
global routing met2 resource utilization	0.392	
share of flip-flops with an asynchronous set or reset	0	
die width	135	um
remaining global-route overflow	0	
first-iteration detailed-routing DRC count	307	
global-route track usage on met1	0.409	
R2R Path Start	mac_inst.count[1]$_SDFFE_PP0N_	
residual DRC count	0	
buffer count from post-CTS setup fixing	0	
Synth Instances	1047	
Final Instance Count excl. Fillers	1351	
final tally of hold violations	0	
aggregate routed wire length	21.0	mm
flip-flop and latch area	801	um2
capture point of the critical path	mac_inst.acc[17]$_SDFFE_PP0P_	
overall via count from detail_route	7186	
pin slew with the least headroom to its limit	0.802	ns
# Cells Yosys	1047	
met3 layer usage reported by global route	0.0299	
fill cell instance count of the final layout	1574	
Synth top cells by count	inv_1, fa_1, ha_1	
sequential area share after synthesis	0.0906	
[placed cells by master, fill, tap and decap left out, types with 16 or more instances in the layout]
cell type / instances
and2_1: 51
clkdlybuf4s50_1: 92
fa_1: 112
o21ai_1: 16
nor3_1: 25
a211oi_1: 18
o21ai_0: 22
ha_1: 94
o21a_1: 17
nor2_1: 82
xnor2_1: 37
and3_1: 19
nand2_1: 84
nand3_1: 17
inv_1: 170
a21oi_1: 40
dfxtp_1: 40
[worst max-delay path, cell delays in order]
cell             delay, ns
clkdlybuf4s50_1       0.74
mux4_2                0.34
nand2_1               0.19
or2_2                 0.38
fa_1                  0.52
fa_1                  0.55
inv_1                 0.06
fa_1                  0.53
inv_1                 0.05
fa_1                  0.52
inv_1                 0.04
ha_1                  0.31
a21oi_1               0.21
o21bai_1              0.09
a21oi_1               0.21
o21bai_1              0.11
a21oi_1               0.21
xnor2_1               0.15
ha_1                  0.31
a21o_1                0.21
o21bai_1              0.18
o211ai_1              0.15
o311a_1               0.33
o221ai_1              0.16
o311ai_1              0.12
[sequential cells by signal, summed over array words and instances, names as in the netlist]
signal and count:
mac_inst.acc 18, mac_inst.count 3, mac_inst.done 1, mac_inst.sum 18
[cell type report]
class / instances / area share
tap: 225 / 0.0279
multi-input combinational: 810 / 0.718
clock buffer: 5 / 0.0124
clock inverter: 3 / 0.00421
sequential: 40 / 0.0792
inverter: 171 / 0.0635
timing repair buffer: 97 / 0.0948
[per-stage QoR]
stage / hold WS, ns / util / cell area (um2)
after CTS: 0.475 / 0.584 / 10100
after detailed placement: 0.458 / 0.575 / 9940
after floorplan: 0.440 / - / 8840
after global placement: 0.459 / 0.575 / 9940
after global routing: 0.507 / 0.584 / 10100
final: 0.472 / 0.584 / 10100
[metal layers]
metal / routed length (um) / part of all wire
met4: 207 / 0.0099
met3: 799 / 0.038
met2: 10100 / 0.48
met1: 9870 / 0.47
met5: 0 / 0
[kinds of logic (layout without fill, tap and decap cells)]
group	after synthesis	in the layout	synth area share
other cells	1	1	0.000424
mux	25	25	0.0444
xor+xnor	50	50	0.0532
fa+ha+maj	206	206	0.387
simple gates	342	342	0.193
buf+inv	197	276	0.0887
compound gates	186	186	0.143
flops	40	40	0.0906
[worst min-delay path by stage]
| stage | to | depth (start not counted) | startpoint | slack [ns] |
|---|---|---|---|---|
| CTS | mac_inst.sum[5]$_SDFFE_PP0P_ | 2 | mac_inst.sum[5]$_SDFFE_PP0P_ | 0.47 |
| global route | mac_inst.sum[9]$_SDFFE_PP0P_ | 2 | mac_inst.sum[9]$_SDFFE_PP0P_ | 0.51 |
| finish | mac_inst.sum[9]$_SDFFE_PP0P_ | 2 | mac_inst.sum[9]$_SDFFE_PP0P_ | 0.47 |
